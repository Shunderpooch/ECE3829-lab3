==> /design/flow/design.v <==
`timescale 1ns / 1ps
module seven_seg(
    input [15:0] in,
	 input clk,
    output [6:0] seg,
    output [3:0] anodes
    );
	 reg [1:0] mux = 0;	 
	 reg [13:0] count = 0;	 
	 always @ (posedge clk)
	 begin
		if (count == 9999)
			count <= 0;
		else
			count <= count + 1'b1;
	 end
	 wire count_en;
	 assign count_en = (count == 9999);	 
	 always @(posedge clk)
		if(count_en)
			mux <= mux + 1'b1;
	wire [3:0] display;
	assign anodes = (mux == 2'b00) ? 4'b1110 : 
		(mux == 2'b01) ? 4'b1101 :
		(mux == 2'b10) ? 4'b1011 :
		4'b0111;
	assign display = (mux == 2'b00) ? in[3:0] : 
		(mux == 2'b01) ? in[7:4] :
		(mux == 2'b10) ? in[11:8] :
		in[15:12];
	parameter zero = 7'b000001;
	parameter one = 7'b1001111;
	parameter two = 7'b0010010;
	parameter three = 7'b0000110;
	parameter four = 7'b1001100;
	parameter five = 7'b0100100;
	parameter six = 7'b0100000;
	parameter seven = 7'b0001111;
	parameter eight = 7'b0000000;
	parameter nine = 7'b0001100;
	parameter ten = 7'b0001000;
	parameter eleven =  7'b1100000;
	parameter twelve = 7'b0110001;
	parameter thirteen = 7'b1000010;
	parameter fourteen = 7'b0110000;
	parameter fifteen = 7'b0111000;
	assign seg = (display == 4'b0000) ?  zero :
		(display == 4'b0001) ? one : 
		(display == 4'b0010) ? two :
		(display == 4'b0011) ? three : 	
		(display == 4'b0100) ? four : 
		(display == 4'b0101) ? five : 
		(display == 4'b0110) ? six :
		(display == 4'b0111) ? seven :
		(display == 4'b1000) ?  eight:
		(display == 4'b1001) ? nine : 	
		(display == 4'b1010) ? ten :
		(display == 4'b1011) ? eleven :
		(display == 4'b1100) ? twelve :
		(display == 4'b1101) ? thirteen :
		(display == 4'b1110) ? fourteen :
		fifteen;
endmodule
==> /design/flow/run.sh <==
#!/bin/bash
# OpenROAD 26Q1-2900-gdf79404cd8, Yosys 0.63+post, stock flow scripts
make -C /OpenROAD-flow-scripts/flow DESIGN_CONFIG=/design/flow/config.mk WORK_HOME=/design/flow/orfs finish
==> /design/flow/config.mk <==
export PLATFORM = sky130hd
export DESIGN_NAME = seven_seg
export DESIGN_NICKNAME = seven_seg
export VERILOG_FILES = /design/flow/design.v
export SDC_FILE = /design/flow/constraint.sdc
export NUM_CORES = 4
export LEC_CHECK = 1
export CORE_AREA = 10 10 82 82
export DIE_AREA = 0 0 92 92
==> /design/flow/constraint.sdc <==
current_design seven_seg

set clk_period 5.5
set clk_io_pct 0.2

create_clock -name clk0 -period $clk_period [get_ports {clk}]

set non_clock_inputs [all_inputs -no_clocks]
set_input_delay [expr $clk_period * $clk_io_pct] -clock clk0 $non_clock_inputs
set_output_delay [expr $clk_period * $clk_io_pct] -clock clk0 [all_outputs]
==> metrics.yaml <==
post_route_cells_drive_above_1_share_pct: 6.25
power_leakage_nw: 0.554
drt-vias-per-instance: 4.29
clk_pin_slew_worst_paths_ns: 0.06
worst-r2r-cell-count: 3
ys_seq_share_pct: 31.7
detailed_place_hpwl_mm: 1.94
synth-cells-yosys: 117
detail_route.wirelength_mm: 2.43
die-height_um: 92
gr-usage-met1_pct: 7.77
synthToLayoutAreaGrowth_pct: 34.6
grt_pass1_vias: 950
reg2reg_slack_ns: 3.83
openroad.warnings: 30
hold_start: "count[0]$_SDFF_PN0_"
final_max_slew_viol_count: 0
min_delay_path_depth: 1
cp-end-kind: "output port"
ir_drop_mv: 0.190
cellPowerDensity_nw_per_um2: 150
period_minus_slack_ns: 4.28
net_switching_power_w: 0.0000376
numClockSinks: 16
worst_clock_skew_ns: 0.00254
postPlaceCellArea_sq_um: 1400
layout.core_utilization_pct: 28.5
rr_startpoint: "count[11]$_SDFF_PN0_"
synth_area_leader_cell: "sky130_fd_sc_hd__dfxtp_1"
timing.critical_path.from: "in[9]"
drtAntennaViolNets: 0
timing.final.setup_violations: 0
clkLatencyLatePin_ns: 0.24
cellInternalPower_w: 0.000180
kind_of_start_point_of_the_critical_path: "primary input"
grt_antenna_before_repair: 0
drcViolationCount: 0
floorplan.rows: 26
ys.flops: 16
max-cap-violations: 0
critical_path_peak_fanout: 10
tritoncts_clock_tree: "yes"
fp.dieArea_sq_um: 8460
cts.hold.buffers_added: 0
finish.instance_area_sq_um: 1450
yosysWarnings: 1
clock_power_share_pct: 39.6
grt_start_max_net_pins: 18
area_leaders: "sky130_fd_sc_hd__dfxtp_1, sky130_fd_sc_hd__ha_1, sky130_fd_sc_hd__xnor2_1"
tns_ns: 0
post_synth_inst_count: 117
max_freq_mhz: 234
initial_utilization_pct: 21.2
drt_first_pass_iters: 4
period_used_pct: 77.9
global_router_s_overall_resource_usage_pct: 6.06
fraction_of_power_spent_switching_nets_pct: 17.3
gp_congestion: 0.826
yosys_area_sq_um: 1070
area_of_the_placeable_core_sq_um: 5070
worstSetupPathType: "primary input to output port"
cts.path.max_buffers: 2
worst_hold_path_type: "flop to flop"
first_iter_violations: 15
ctsRootBufferMaster: "sky130_fd_sc_hd__clkbuf_8"
global_route.overflow_total: 0
rsz0062_at_grt: "false"
synth.top_cell.area_share_pct: 26.1
total_power_w: 0.000217
post_synth.cell_area_avg_sq_um: 9.19
post_route_non_filler_standard_cell_count: 214
cp.arrival_ns: 3.18
antenna_cells: 0
synth.distinct_cells: 36
via_count: 917
comb_power_share_pct: 6.1
global_route.usage.met2_pct: 10.5
layout.filler_cells: 545
tritoncts_buffers: 3
globalRoute.busiestLayer: "met2"
post-cts-setup-buffers: 0
placedCellCount: 210
groute.layer.met3.usage_pct: 1.57
regToRegEndpoint: "mux[1]$_DFFE_PN_"
crit_required_ns: 4.40
cts.repair.resized: 0
fp.dieW_um: 92
portBuffers: 27
share_seq_of_total_power_pct: 54.3
fin_hold_viols: 0
syn_area_sq_um: 1070
max_slew_margin_pct: 56.1
run_status: "completed"
hold_path_end: "count[0]$_SDFF_PN0_"
routed_wire_length_per_instance_um: 11.4
transition_at_the_pin_with_the_smallest_max_transition_slack_ns: 0.655
cts-htree-levels: 1
boundaryPins: 28
grt_pass1_wl_mm: 4.44
[placed cells by master (no fill, tap or decap), types with 4 or more instances in the layout]
master	instances
sky130_fd_sc_hd__clkdlybuf4s50_1	27
sky130_fd_sc_hd__dfxtp_1	14
sky130_fd_sc_hd__nand3_1	8
sky130_fd_sc_hd__inv_1	7
sky130_fd_sc_hd__nor2_1	7
sky130_fd_sc_hd__nand4_1	7
sky130_fd_sc_hd__xnor2_1	7
sky130_fd_sc_hd__ha_1	7
sky130_fd_sc_hd__nand2_1	6
sky130_fd_sc_hd__xor2_1	6
sky130_fd_sc_hd__mux2i_1	5
sky130_fd_sc_hd__nor3b_1	4
sky130_fd_sc_hd__nor2b_1	4
[worst max path at each step]
stage | slack, ns | endpoint | depth (start not counted)
6_report | 1.22 | seg[3] | 6
5_1_grt | 1.03 | seg[1] | 7
4_1_cts | 1.20 | seg[6] | 6
[power by group through the flow]
stage,Clock (W),Sequential (W),Combinational [W]
6_report,0.0000859,0.000118,0.0000132
5_1_grt,0.0000965,0.000118,0.0000142
4_1_cts,0.0000893,0.000118,0.0000134
[final cells by class]
type / count / area, sq um / share of cell area (%)
flip-flops and latches: 16 / 340 / 23.5
inverters: 7 / 26.3 / 1.82
repair buffers: 28 / 278 / 19.2
clock buffers: 4 / 45.0 / 3.11
well taps: 70 / 87.6 / 6.06
multi-input cells: 89 / 669 / 46.3
[routing by layer]
layer  part of all wire, %  vias up
li1                      -      480
met1                    48      418
met2                    46       17
met3                   4.8        2
met4                  0.78        0
met5                     0        -
[cell usage after synthesis]
cell type and n:
sky130_fd_sc_hd__and3_1 2, sky130_fd_sc_hd__maj3_1 1, sky130_fd_sc_hd__a221oi_2 1, sky130_fd_sc_hd__ha_1 7
sky130_fd_sc_hd__o211ai_2 1, sky130_fd_sc_hd__nor3b_1 4, sky130_fd_sc_hd__nand4_1 7, sky130_fd_sc_hd__nor3_2 1
sky130_fd_sc_hd__clkbuf_1 1, sky130_fd_sc_hd__a21oi_1 1, sky130_fd_sc_hd__a211oi_2 1, sky130_fd_sc_hd__o211ai_1 2
sky130_fd_sc_hd__nor4_1 2, sky130_fd_sc_hd__nand3_1 8, sky130_fd_sc_hd__xor2_1 6, sky130_fd_sc_hd__nand4b_1 1
sky130_fd_sc_hd__a211oi_1 2, sky130_fd_sc_hd__dfxtp_1 14, sky130_fd_sc_hd__and4_1 3, sky130_fd_sc_hd__o22ai_1 2
sky130_fd_sc_hd__o21ai_0 1, sky130_fd_sc_hd__buf_6 2, sky130_fd_sc_hd__buf_2 1, sky130_fd_sc_hd__nand2_1 6
sky130_fd_sc_hd__nor2b_1 4, sky130_fd_sc_hd__nor2_1 7, sky130_fd_sc_hd__xnor2_1 7, sky130_fd_sc_hd__inv_1 7
sky130_fd_sc_hd__or3_1 1, sky130_fd_sc_hd__buf_4 1, sky130_fd_sc_hd__or4_1 2, sky130_fd_sc_hd__mux2i_1 5
sky130_fd_sc_hd__a221o_1 1, sky130_fd_sc_hd__a31o_2 1, sky130_fd_sc_hd__a211o_1 2, sky130_fd_sc_hd__edfxtp_1 2
[worst max-delay path: stages]
cell,delay [ns]
sky130_fd_sc_hd__clkdlybuf4s50_1,0.45
sky130_fd_sc_hd__mux2i_1,0.10
sky130_fd_sc_hd__a211o_1,0.44
sky130_fd_sc_hd__or4_1,0.50
sky130_fd_sc_hd__o211ai_1,0.10
sky130_fd_sc_hd__clkdlybuf4s50_1,0.49
[flip-flops by register name, summed over array words and instances (netlist names)]
register / count
mux: 2
count: 14
[through the flow]
stage	worst slack, ns	hold WS [ns]
5_1_grt	1.03	0.504
2_1_floorplan	2.25	0.426
4_1_cts	1.20	0.461
3_3_place_gp	1.21	0.441
3_5_place_dp	1.20	0.447
6_report	1.22	0.457
[cells by family (layout without fill, tap and decap cells)]
kind of cell | count (synthesis) | in the layout | share of synthesized area, %
AND/OR/NAND/NOR | 48 | 48 | 26.0
adder cells (fa/ha/maj) | 8 | 8 | 9.08
XOR/XNOR | 13 | 13 | 10.6
AND-OR/OR-AND | 15 | 15 | 12.0
buffers and inverters | 12 | 39 | 6.05
multiplexers | 5 | 5 | 4.66
flip-flops | 16 | 16 | 31.7
