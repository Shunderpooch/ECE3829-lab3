### ./run.sh
#!/bin/bash
# OpenROAD 26Q1-2900-gdf79404cd8, Yosys 0.63+post, stock flow scripts
make -C /OpenROAD-flow-scripts/flow DESIGN_CONFIG=/design/flow/config.mk WORK_HOME=/design/flow/orfs finish
### ./config.mk
export PLATFORM = sky130hd
export DESIGN_NAME = mem_control
export DESIGN_NICKNAME = mem_control
export VERILOG_FILES = /design/flow/design.v
export SDC_FILE = /design/flow/constraint.sdc
export NUM_CORES = 4
export LEC_CHECK = 1
export CORE_AREA = 10 10 79 79
export DIE_AREA = 0 0 89 89
### ./constraint.sdc
current_design mem_control

set clk_period 1.6
set clk_io_pct 0.2

create_clock -name clk0 -period $clk_period [get_ports {clk}]

set non_clock_inputs [all_inputs -no_clocks]
set_input_delay [expr $clk_period * $clk_io_pct] -clock clk0 $non_clock_inputs
set_output_delay [expr $clk_period * $clk_io_pct] -clock clk0 [all_outputs]
### ./design.v
`timescale 1ns / 1ps
module mem_control(
	inout [15:0] data,
	output memclk,
	output adv_n,
	output cre,
	output ce_n,
	output oe_n,
	output we_n,
	output lb_n,
	output ub_n,
	output reg [25:0] addr,
	input clk,
	input reset,
	input read,
	output read_ready,
	input write,
	input [7:0] datain_b,
	output reg [7:0] dataout,
	input [3:0] addr_in
    );
	 parameter [1:0] idle = 0, writing = 1, reading = 2, read_done = 3;
	 reg [1:0] current_state, next_state;
	 reg [7:0] datain;
	 always @ (posedge clk, posedge reset)
		if(reset)
			current_state <= idle;
		else
			current_state <= next_state;
	 always @ (read, write, datain, addr_in, current_state)
		case (current_state)
			idle:
				if (read)
					next_state = reading;
				else if (write)
					next_state = writing;
				else
					next_state = idle;
			writing:
				if(write)
					next_state = writing;
				else if (read)
					next_state = reading;
				else
					next_state = idle;
			reading:
				next_state = read_done;
			read_done:
				if(read)
					next_state = read_done;
				else if (write)
					next_state = writing;
				else
					next_state = idle;		
		endcase
		always @(posedge clk)
			if (current_state == read_done)
				dataout <= data[7:0];
			else
				dataout <= dataout;
		always @(posedge clk)
		begin
		if(read | write)
			addr <= {22'b0, addr_in};
			if(write)
				datain <= datain_b;
		end				
		assign memclk = 0;
		assign ce_n = 0;
		assign lb_n = 0;
		assign ub_n = 0;
		assign we_n = (current_state != writing);
		assign adv_n = 0;
		assign cre = 0;
		assign oe_n = ((current_state == reading || current_state == read_done)) ? 1'b0 : 1'b1;
		assign data = (current_state == writing) ? {8'b0, datain} :
			16'bZ;
		assign read_ready = (current_state == read_done);
endmodule
==> results.toml <==
# generated from flow reports
[global_route]
grt_pass1_wl_mm = 3.02
antenna_found_initial = 0
grt_overflow = 0
grt_pass1_vias = 609
grt_max_degree = 15
grtUsageTotal_pct = 5.00

[worst_setup_path]
reg2reg_depth = 4
cp_max_fo = 2
cp.arrival_ns = 1.20
reg2reg_to = "current_state[2]"
r2r-start = "current_state[3]"
path_class = "flip-flop to primary output"
cp-start-kind = "flip-flop"
slowest_stage = "dfrtp_1"
crit_start = "current_state[3]"
end_kind = "primary output"
critPathRequiredTime_ns = 1.28
slowest_delay_ns = 0.40
worstPathCellList = "or3_1, clkdlybuf4s15_1"
reg2reg_setup_slack_ns = 0.44

[timing]
fin_crit_sh_pct = 95.3
setup_violations = 0
tns_ns = 0
finalHoldViolations = 0
drv_slew = 0
fin_skew_ns = 0.00542
whs_ns = 0.178
post-route-min-period_ns = 1.52
rsz0062_at_grt = "no"
fmax_mhz = 656

[clock_tree]
clock_latency_ns = 0.26
cts-root-buf = "clkbuf_8"
cts_tree = "built"
clockBufferDepth = 2
path_clk_slew_ns = 0.08
cts_num_sinks = 24
postCtsHoldBufs = 0
cts_made_buffers = 3
htreeDepth = 1

[route]
drt_iter0_drc = 28
vias = 532
detail_route.wl_per_cell_um = 13.1
detail-route-antenna-nets = 0
wl_mm = 2.13
first_pass_iters = 4
diodes = 0
vias_per_cell = 3.26
drc = 0

[synthesis]
ys_seq_elements = 24
ys_cells = 72
async_flop_share_pct = 16.7
ys.flop_type = "edfxtp_1"
ys_seq_share_pct = 67.2
common_cells = "buf_4, edfxtp_1, dfrtp_1"
syn_avg_cell_area_um2 = 14.5
yosysTopAreaCell = "edfxtp_1"
top_cells_by_area = "edfxtp_1, buf_4, dfrtp_1"
yosys_warnings = 2
edf_count = 20
most_common_cell = "buf_4"
yosysChipArea_um2 = 1040
synth_cell_types = 14
netlist.area_leader.share_pct = 57.5
synth_area_um2 = 1040
syn_inst = 72

[die]
fp.dieW_um = 89
fp_util_pct = 22.4
chipHeight_um = 89
rows = 25
io_pins = 75
core_um2 = 4660
dieArea_um2 = 7920

[placed_design]
place_area_um2 = 1290
finalWeightedCongestion = 0.728
port_buffers = 30

[min_path]
holdPathEnd = "dataout[3]"
hold_depth = 0
hold_class = "input port to flip-flop"
hp-start = "data[3]"

[flow_run]
log.warning_count = 25
cap_violations = 0

[cells_and_area]
final_area_um2 = 1380
area_growth_pct = 31.9
utilization_pct = 29.6
drive_gt1_share_pct = 10.1

[power_and_ir_drop]
ir_worst_vdd_uv = 304
p_per_area_nw_per_um2 = 1020
leakagePower_nw = 0.569

[outcome]
status = "completed"
-- state kept, by name (all words and copies together) (netlist names) --
name           flops
data               8
dataout            8
addr               4
current_state      4
-- critical path, delay by kind of cell (launching register included) --
family | cells | cell delay [ns]
AND/OR/NAND/NOR | 1 | 0.37
buffers and inverters | 1 | 0.18
flip-flops | 1 | 0.40
-- how the worst max path moves through the flow --
stage / to / depth (start not counted)
after global routing: we_n / 2
after CTS: we_n / 2
final: we_n / 2
-- layout by cell type, fill, tap and decap left out, types with 2 or more instances in the layout --
| master | instances |
|---|---|
| buf_4 | 3 |
| clkbuf_8 | 3 |
| clkdlybuf4s50_1 | 28 |
| conb_1 | 36 |
| dfrtp_1 | 3 |
| edfxtp_1 | 20 |
| nor2_1 | 2 |
| o21a_1 | 2 |
-- per-stage QoR --
stage | setup WS, ns | power (mW) | std cells
after global placement | 0.141 | 0.924 | 157
after detailed placement | 0.133 | 0.925 | 157
after global routing | 0.000406 | 1.49 | 163
final | 0.0758 | 1.41 | 163
after CTS | 0.0178 | 1.43 | 163
after floorplan | 0.432 | 0.845 | 107
-- logic make-up (layout without fill, tap and decap cells) --
kind of cell,Yosys count,in the layout,synth area share [%]
AND/OR/NAND/NOR,6,6,2.99
AND-OR/OR-AND,4,4,3.23
buffers and inverters,37,39,26.2
flip-flops,24,24,67.2
other,1,36,0.359
-- final cells by class --
cell class	instances	area (um^2)
flip-flops and latches	24	702
clock buffers	3	41.3
multi-input cells	46	200
repair buffers	34	333
well taps	54	67.6
fillers	439	3280
clock inverters	1	30.0
inverters	1	3.75
-- routing by layer --
metal / global-route usage [%] / wire length (um)
met2: 9.57 / 1170
met5: 0 / 0
met3: 1.84 / 224
met4: 1.30 / 40
met1: 4.92 / 702
-- what timing repair did --
action,CTS,global route
endpoints found under the setup margin,3,1
setup buffers,2,0
pin swaps,1,1
gates resized,3,1
-- report_power, final --
| group | switching [mW] | internal, mW | leakage [nW] |
|---|---|---|---|
| Combinational | 0.0466 | 0.107 | 0.290 |
| Sequential | 0.0192 | 0.734 | 0.243 |
| Clock | 0.171 | 0.334 | 0.0357 |
| Total | 0.237 | 1.17 | 0.569 |
No activity file was given, so power comes from the tool's default toggle rates.
