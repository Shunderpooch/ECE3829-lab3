==> /design/flow/design.v <==
`timescale 1ns / 1ps
module but_debounce(
    input but_in,
    input clk,
	 input reset,
    output reg but_out
    );
	reg [16:0] count;
	wire clk_en;
	always @ (posedge clk, posedge reset)
		if(reset)
			count <= 0;
		else
			if (count == 99999)
				count <= 0;
			else
				count <= count + 1'b1;
	assign clk_en = (count == 0);
	parameter [1:0] s0 = 0, s1 = 1, s2 = 2, s3 = 3;
	reg [1:0] curr_state, next_state;
	always @ (posedge clk, posedge reset)
		if(reset)
			curr_state <= s0;
		else
			if(clk_en)
				curr_state <= next_state;
			else
				curr_state <= curr_state;
	always @ (curr_state, but_in, but_out)
		case (curr_state)
			s0: begin
					if(but_in)
						next_state = s1;
					else
						next_state = s0;
				end
			s1: begin
				if(but_in)
					next_state = s2;
				else
					next_state = s0;
			end
			s2: begin
				if(but_in)
					next_state = s3;
				else
					next_state = s1;
			end
			s3: begin
					if(but_in)
						next_state = s3;
					else
						next_state = s2;
				end
		endcase
		always @ (posedge clk)
			if (curr_state == s3)
				but_out <= 1'b1;
			else if (curr_state == s0)
				but_out <= 1'b0;
			else
				but_out <= but_out;
endmodule
==> /design/flow/run.sh <==
#!/bin/bash
# OpenROAD 26Q1-2900-gdf79404cd8, Yosys 0.63+post, stock flow scripts
make -C /OpenROAD-flow-scripts/flow DESIGN_CONFIG=/design/flow/config.mk WORK_HOME=/design/flow/orfs finish
==> /design/flow/config.mk <==
export PLATFORM = sky130hd
export DESIGN_NAME = but_debounce
export DESIGN_NICKNAME = but_debounce
export VERILOG_FILES = /design/flow/design.v
export SDC_FILE = /design/flow/constraint.sdc
export NUM_CORES = 4
export LEC_CHECK = 1
export CORE_AREA = 10 10 89 89
export DIE_AREA = 0 0 99 99
==> /design/flow/constraint.sdc <==
current_design but_debounce

set clk_period 4.0
set clk_io_pct 0.2

create_clock -name clk0 -period $clk_period [get_ports {clk}]

set non_clock_inputs [all_inputs -no_clocks]
set_input_delay [expr $clk_period * $clk_io_pct] -clock clk0 $non_clock_inputs
set_output_delay [expr $clk_period * $clk_io_pct] -clock clk0 [all_outputs]
==> results.json <==
{
  "status": "finished, final reports clean",
  "post-route-util_pct": 20.8,
  "slew_viol_final": 0,
  "design.core.area_um2": 5990,
  "cp_max_fo": 9,
  "synth.area.top_cells": "dfrtp_1 (47%), xnor2_1 (7.4%), a21oi_1 (3.3%)",
  "setup.worst_path.start_class": "flip-flop",
  "fin_crit_sh_pct": 49.1,
  "arrival_ps": 2100,
  "finalSetupViolCount": 0,
  "insertion_delay_ps": 260,
  "tns_ps": 0,
  "path_clk_slew_ps": 80,
  "vias_per_cell": 4.02,
  "fp-row-count": 28,
  "dp_cells": 178,
  "drive_gt1_share_pct": 8.41,
  "dieArea_um2": 9800,
  "yosys_warnings": 1,
  "hpwl_um": 1350,
  "ir_drop_uv": 171,
  "fin_worst_skew_ps": 3.70,
  "wl_met3_um": 83,
  "required_ps": 4130,
  "gr-usage-all-layers_pct": 3.85,
  "yosysChipArea_um2": 1060,
  "antenna_found_initial": 0,
  "critical_path_buf_inv_count": 0,
  "dr.pass1.iters": 4,
  "grt_overflow_total": 0,
  "first_global_vias": 672,
  "netlist_area_um2": 1060,
  "top_layer": "met4",
  "slew_headroom_pct": 46.2,
  "clockRootBuffer": "clkbuf_8",
  "grt_pass1_wl_um": 3270,
  "critPathCaptureType": "flip-flop",
  "ctsHtreeMaxLevel": 1,
  "cts_setup_buffers": 0,
  "drtAntennaViolNets": 0,
  "critPathMaxStageDelay_ps": 570,
  "postRouteWirelength_um": 1920,
  "ctsResizeCount": 0,
  "path_class": "reg2reg",
  "finalWeightedCongestion": 0.809,
  "vias": 732,
  "antenna_cells": 0,
  "maxCapViolations": 0,
  "cts.sinks": 22,
  "clockBufferDepth": 2,
  "die_h_um": 99,
  "largest_area_cell": "dfrtp_1",
  "p_per_area_nw_per_um2": 316,
  "crit_path_top_delay_cell": "or4_4",
  "syn-instance-count": 100,
  "finalNonFillerCells": 182,
  "fp_util_pct": 17.7,
  "fin_hold_ws_ps": 456,
  "drcViolationCount": 0,
  "fin_ws_ps": 2040,
  "wire_per_inst_um": 10.5,
  "path_delay_family": "simple AND/OR/NAND/NOR gates",
  "ios": 4,
  "warning_count": 26,
  "cts_hold_buf": 0,
  "leakagePower_uw": 0.000525,
  "num-fill-cells": 639,
  "cts_tree": "done",
  "drt_iter0_drc": 34,
  "hold_viol": 0,
  "worst_slew_pin_slew_ps": 799,
  "hp-class": "reg2reg",
  "wirelength_met1_um": 970,
  "top_area_share_pct": 47.2,
  "yosys_cells": 100,
  "port_buffers": 3,
  "die-width_um": 99,
  "dp_slack_ps": 2040,
  "synth_flops": 22,
  "area_growth_pct": 17.2,
  "postSynthSeqShare_pct": 51.5,
  "ys_types": 29,
  "fmax_ghz": 0.510,
  "worstPathCellList": "or4_4 > nor4_4 > nor3b_4 > o31ai_1",
  "wl_met2_um": 831,
  "period_needed_ps": 1960,
  "rsz0062_at_grt": "no",
  "cts_buffers": 3,
  "postSynthAreaPerCell_um2": 10.6,
  "grt_max_degree": 22
}
==> placed cells by master (no fill, tap or decap) <==
cell / synthesis / final
a21o_1: 1 / 1
a21oi_1: 7 / 7
a31oi_1: 2 / 2
and2_1: 1 / 1
and3_1: 2 / 2
and4_1: 4 / 4
and4b_1: 1 / 1
buf_4: 0 / 1
clkbuf_8: 0 / 4
clkdlybuf4s50_1: 0 / 3
dfrtp_1: 20 / 20
dfstp_2: 1 / 1
dfxtp_1: 1 / 1
ha_1: 2 / 2
inv_1: 6 / 6
mux2i_1: 2 / 2
nand2_1: 8 / 8
nand3_1: 5 / 5
nand4_1: 4 / 4
nor2_1: 7 / 7
nor2b_1: 1 / 1
nor3_1: 3 / 3
nor3b_4: 1 / 1
nor4_1: 2 / 2
nor4_4: 1 / 1
o21ai_0: 1 / 1
o31ai_1: 1 / 1
or3_1: 1 / 1
or4_4: 1 / 1
xnor2_1: 9 / 9
xor2_1: 4 / 4
==> final cells by class <==
type | count | area [um2] | area share, %
well taps | 75 | 93.8 | 7.55
inverters | 6 | 22.5 | 1.81
clock buffers | 4 | 55.1 | 4.43
flip-flops and latches | 22 | 547 | 44.0
repair buffers | 4 | 37.5 | 3.02
multi-input cells | 71 | 488 | 39.2
==> stage by stage <==
stage	power (uW)	area, um2
final	393	1240
after global routing	411	1240
after CTS	399	1240
after detailed placement	242	1190
after global placement	242	1190
after floorplan	235	1060
==> synthesized netlist by cell type (all sizes together) <==
library cell  count
dfrtp            20
xnor2             9
nand2             8
a21oi             7
nor2              7
inv               6
nand3             5
and4              4
nand4             4
xor2              4
nor3              3
nor4              3
a31oi             2
and3              2
ha                2
mux2i             2
a21o              1
and2              1
and4b             1
clkbuf            1
dfstp             1
dfxtp             1
nor2b             1
nor3b             1
o21ai             1
o31ai             1
or3               1
or4               1
==> power by group <==
group	internal (uW)	switching (uW)	total (uW)
registers	224	1.22	225
clock network	87.6	68.4	156
logic	5.35	5.95	11.3
total	317	75.5	393
==> cells by family after synthesis <==
family	share of synthesized area [%]
buffers and inverters	2.48
AND/OR/NAND/NOR	24.6
XOR/XNOR	10.7
adder cells (fa/ha/maj)	2.36
flip-flops	51.5
AND-OR/OR-AND	6.37
multiplexers	1.89
==> per-layer routing <==
metal	global-route usage (%)	vias to the layer above
met2	5.41	8
met1	5.78	354
met5	0	-
met3	1.13	2
met4	0.551	0
li1	-	368
==> worst register-to-register path, stage by stage, from the launching register on <==
cell and delay [ps]:
dfrtp_1 440, or4_4 570, nor4_4 260, nor3b_4 460, o31ai_1 100
==> sequential cells by signal, summed over array words and instances (netlist names) <==
signal      cells
curr_state      4
but_out         1
count          17
==> path summary, 6_finish.rpt <==
kind / cells past startpoint / slack [ps] / end / startpoint
min reg2reg: 1 / 460 / but_out$_SDFFE_PP1P_ / but_out$_SDFFE_PP1P_
max reg2reg: 4 / 2040 / count[15]$_DFF_PP0_ / count[5]$_DFF_PP0_
min in group asynchronous: 3 / 870 / curr_state[3]$_DFF_PP0_ / reset
max: 4 / 2040 / count[15]$_DFF_PP0_ / count[5]$_DFF_PP0_
max in group asynchronous: 3 / 2860 / curr_state[0]$_DFF_PP1_ / reset
min: 1 / 460 / but_out$_SDFFE_PP1P_ / but_out$_SDFFE_PP1P_
Power is estimated from default activity; no workload was simulated.
